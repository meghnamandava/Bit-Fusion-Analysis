==> /design/flow/design.v <==
module bitbrick (
    input [1:0] x,
    input s_x,
    input [1:0] y,
    input s_y,
    input [2:0] shift,
    output [9:0] prod
    );
    wire [2:0] x1, y1;
    wire [5:0] p0, p1, p2;
    wire [5:0] p3 = 6'b101000;
    wire [5:0] p;
    assign x1[1:0] = x[1:0];
    assign y1[1:0] = y[1:0];
    assign x1[2] = s_x & x[1];
    assign y1[2] = s_y & y[1];
    assign p0 = {~(y1[0] & x1[2]), y1[0] & x1[1], y1[0] & x1[0]};
    assign p1 = {~(y1[1] & x1[2]), y1[1] & x1[1], y1[1] & x1[0]} << 1;
    assign p2 = {y1[2] & x1[2], ~(y1[2] & x1[1]), ~(y1[2] & x1[0]) } << 2;
    assign p = p0 + p1 + p2 + p3;    
    assign prod = (($signed(p) << 4) >>> 4) << shift; 
endmodule
module bitfusion_top #(parameter COL_WIDTH=13) (
    input clk,
    input [7:0] in,
    input [31:0] weight,
    input [(COL_WIDTH*4)-1:0] psum_in,
    input [3:0] in_width,
    input [3:0] weight_width,
    input s_in,
    input s_weight,
    output [(COL_WIDTH*4)-1:0] psum_fwd  
    );
    reg [7:0] in_reg;
    reg [31:0] weight_reg;
    reg [(COL_WIDTH*4)-1:0] psum_in_reg;
    reg [3:0] in_width_reg;
    reg [3:0] weight_width_reg;
    reg s_in_reg;
    reg s_weight_reg;
    fusion_unit fu0(
        .clk(clk),
        .in(in_reg),
        .weight(weight_reg),
        .psum_in(psum_in_reg),
        .in_width(in_width_reg),
        .weight_width(weight_width_reg),
        .s_in(s_in_reg),
        .s_weight(s_weight_reg),
        .psum_fwd(psum_fwd)
    );
    always @(posedge clk) begin
        in_reg <= in;
        weight_reg <= weight;
        psum_in_reg <= psum_in;
        in_width_reg <= in_width;
        weight_width_reg <= weight_width;
        s_in_reg <= s_in;
        s_weight_reg <= s_weight;
    end
endmodule
module fusion_subunit #(parameter COL_WIDTH=13) (
    input [9:0] p0,
    input [9:0] p1,
    input [9:0] p2,
    input [9:0] p3,
    input [3:0] shift,
    input split_column,  
    input sign,
    output [(COL_WIDTH*2)-1:0] sum
    );
    wire [COL_WIDTH-1:0] col1, col2;
    wire [(COL_WIDTH*2)-1:0] total;
    wire [(COL_WIDTH*2)-1:0] stotal = $signed(col1)+$signed(col2); 
    wire [COL_WIDTH-1:0] scol1 = $signed(p0)+$signed(p2); 
    wire [COL_WIDTH-1:0] scol2 = $signed(p1)+$signed(p3); 
    assign col1 = sign ? scol1 : p0 + p2;
    assign col2 = sign ? scol2 : p1 + p3;
    assign total = sign ? stotal : col1 + col2;
    assign sum = split_column ? {col2, col1} : total << shift;
endmodule    
module fusion_unit #(parameter COL_WIDTH=13) (
    input clk,
    input [7:0] in,
    input [31:0] weight,
    input [(COL_WIDTH*4)-1:0] psum_in,
    input [3:0] in_width,
    input [3:0] weight_width,
    input s_in,
    input s_weight,
    output reg [(COL_WIDTH*4)-1:0] psum_fwd  
    );
    wire [2:0] shift0;
    wire [2:0] shift1;
    wire [2:0] shift2;
    wire [2:0] shift3;
    wire [2:0] shift4;
    wire [2:0] shift5;
    wire [2:0] shift6;
    wire [2:0] shift7;
    wire [2:0] shift8;
    wire [2:0] shift9;
    wire [2:0] shift10;
    wire [2:0] shift11;
    wire [2:0] shift12;
    wire [2:0] shift13;
    wire [2:0] shift14;
    wire [2:0] shift15;
    wire [3:0] big_shift0, big_shift1, big_shift2, big_shift3;
    wire [9:0] prod0;
    wire [9:0] prod1;
    wire [9:0] prod2;
    wire [9:0] prod3;
    wire [9:0] prod4;
    wire [9:0] prod5;
    wire [9:0] prod6;
    wire [9:0] prod7;
    wire [9:0] prod8;
    wire [9:0] prod9;
    wire [9:0] prod10;
    wire [9:0] prod11;
    wire [9:0] prod12;
    wire [9:0] prod13;
    wire [9:0] prod14;
    wire [9:0] prod15;
    wire [(COL_WIDTH*2)-1:0] sum0, sum1, sum2, sum3;
    wire [3:0] weight_signed, in_signed;
    wire [31:0] weight_bb = (in_width[3:2] == 2'b00) ? weight : (in_width[3] == 1'b1) ? 
                            {weight[7:0], weight[7:0], weight[7:0], weight[7:0]} : 
                            {weight[15:8], weight[15:8], weight[7:0], weight[7:0]};
    shift_lookup sl(
        .in_width(in_width),
        .weight_width(weight_width),
        .row0({shift3, shift2, shift1, shift0}),
        .row1({shift7, shift6, shift5, shift4}),
        .row2({shift11, shift10, shift9, shift8}),
        .row3({shift15, shift14, shift13, shift12}),
        .big_shift({big_shift3, big_shift2, big_shift1, big_shift0})
    );
    sign_lookup signlu(
        .in_width(in_width),
        .weight_width(weight_width),
        .in_signed(in_signed),
        .weight_signed(weight_signed)
    );
    bitbrick bb0(
        .x(in[1:0]),
        .s_x(s_in & in_signed[0]),
        .y(weight_bb[1:0]),
        .s_y(s_weight & weight_signed[0]),
        .shift(shift0),
        .prod(prod0)
    );
    bitbrick bb1(
        .x(in[1:0]),
        .s_x(s_in & in_signed[0]),
        .y(weight_bb[3:2]),
        .s_y(s_weight & weight_signed[1]),
        .shift(shift1),
        .prod(prod1)
    );
    bitbrick bb2(
        .x(in[1:0]),
        .s_x(s_in & in_signed[0]),
        .y(weight_bb[5:4]),
        .s_y(s_weight & weight_signed[2]),
        .shift(shift2),
        .prod(prod2)
    );
    bitbrick bb3(
        .x(in[1:0]),
        .s_x(s_in & in_signed[0]),
        .y(weight_bb[7:6]),
        .s_y(s_weight & weight_signed[3]),
        .shift(shift3),
        .prod(prod3)
    );
    bitbrick bb4(
        .x(in[3:2]),
        .s_x(s_in & in_signed[1]),
        .y(weight_bb[9:8]),
        .s_y(s_weight & weight_signed[0]),
        .shift(shift4),
        .prod(prod4)
    );
    bitbrick bb5(
        .x(in[3:2]),
        .s_x(s_in & in_signed[1]),
        .y(weight_bb[11:10]),
        .s_y(s_weight & weight_signed[1]),
        .shift(shift5),
        .prod(prod5)
    );
    bitbrick bb6(
        .x(in[3:2]),
        .s_x(s_in & in_signed[1]),
        .y(weight_bb[13:12]),
        .s_y(s_weight & weight_signed[2]),
        .shift(shift6),
        .prod(prod6)
    );
    bitbrick bb7(
        .x(in[3:2]),
        .s_x(s_in & in_signed[1]),
        .y(weight_bb[15:14]),
        .s_y(s_weight & weight_signed[3]),
        .shift(shift7),
        .prod(prod7)
    );
    bitbrick bb8(
        .x(in[5:4]),
        .s_x(s_in & in_signed[2]),
        .y(weight_bb[17:16]),
        .s_y(s_weight & weight_signed[0]),
        .shift(shift8),
        .prod(prod8)
    );  
    bitbrick bb9(
        .x(in[5:4]),
        .s_x(s_in & in_signed[2]),
        .y(weight_bb[19:18]),
        .s_y(s_weight & weight_signed[1]),
        .shift(shift9),
        .prod(prod9)
    );  
    bitbrick bb10(
        .x(in[5:4]),
        .s_x(s_in & in_signed[2]),
        .y(weight_bb[21:20]),
        .s_y(s_weight & weight_signed[2]),
        .shift(shift10),
        .prod(prod10)
    ); 
    bitbrick bb11(
        .x(in[5:4]),
        .s_x(s_in & in_signed[2]),
        .y(weight_bb[23:22]),
        .s_y(s_weight & weight_signed[3]),
        .shift(shift11),
        .prod(prod11)
    );  
    bitbrick bb12(
        .x(in[7:6]),
        .s_x(s_in & in_signed[3]),
        .y(weight_bb[25:24]),
        .s_y(s_weight & weight_signed[0]),
        .shift(shift12),
        .prod(prod12)
    );  
    bitbrick bb13(
        .x(in[7:6]),
        .s_x(s_in & in_signed[3]),
        .y(weight_bb[27:26]),
        .s_y(s_weight & weight_signed[1]),
        .shift(shift13),
        .prod(prod13)
    ); 
    bitbrick bb14(
        .x(in[7:6]),
        .s_x(s_in & in_signed[3]),
        .y(weight_bb[29:28]),
        .s_y(s_weight & weight_signed[2]),
        .shift(shift14),
        .prod(prod14)
    ); 
    bitbrick bb15(
        .x(in[7:6]),
        .s_x(s_in & in_signed[3]),
        .y(weight_bb[31:30]),
        .s_y(s_weight & weight_signed[3]),
        .shift(shift15),
        .prod(prod15)
    ); 
    fusion_subunit #(.COL_WIDTH(COL_WIDTH)) fs0 (
        .p0(prod0),
        .p1(prod1),
        .p2(prod4),
        .p3(prod5),
        .shift(big_shift0),
        .split_column(weight_width[1] || weight_width[0]),        
        .sign(s_in | s_weight),
        .sum(sum0)
    );
    fusion_subunit #(.COL_WIDTH(COL_WIDTH))  fs1 (
        .p0(prod2),
        .p1(prod3),
        .p2(prod6),
        .p3(prod7),
        .shift(big_shift1),
        .split_column(weight_width[1] || weight_width[0]),        
        .sign(s_in | s_weight),
        .sum(sum1)
    );
    fusion_subunit #(.COL_WIDTH(COL_WIDTH))  fs2 (
        .p0(prod8),
        .p1(prod9),
        .p2(prod12),
        .p3(prod13),
        .shift(big_shift2),
        .split_column(weight_width[1] || weight_width[0]),
        .sign(s_in | s_weight),
        .sum(sum2)
    );
    fusion_subunit #(.COL_WIDTH(COL_WIDTH))  fs3 (
        .p0(prod10),
        .p1(prod11),
        .p2(prod14),
        .p3(prod15),
        .shift(big_shift3),
        .split_column(weight_width[1] || weight_width[0]),
        .sign(s_in | s_weight),
        .sum(sum3)
    );
    wire [(COL_WIDTH*4)-1:0] stotal = $signed(sum0) + $signed(sum1) + $signed(sum2) + $signed(sum3) + $signed(psum_in) ;
    always @(posedge clk) begin
        casez (weight_width)
                4'b1000: begin  
                            psum_fwd[(COL_WIDTH*2)-1:0] <= (s_in | s_weight) ? stotal[(COL_WIDTH*2)-1:0] : sum0 + sum1 + sum2 + sum3 + psum_in;
                            psum_fwd[(COL_WIDTH*4)-1:(COL_WIDTH*2)] <= (s_in | s_weight) ? stotal[(COL_WIDTH*4)-1:(COL_WIDTH*2)] : {(COL_WIDTH*2){1'b0}};
                        end
                4'b0100: begin  
                            psum_fwd[(COL_WIDTH*2)-1:0] <= sum0 + sum2 + psum_in[(COL_WIDTH*2)-1:0];
                            psum_fwd[(COL_WIDTH*4)-1:(COL_WIDTH*2)] <= sum1 + sum3 + psum_in[(COL_WIDTH*4)-1:(COL_WIDTH*2)];
                        end
                4'b00zz: begin  
                            psum_fwd[(COL_WIDTH)-1:0] <= sum0[(COL_WIDTH)-1:0] + sum2[(COL_WIDTH)-1:0] + psum_in[(COL_WIDTH)-1:0];
                            psum_fwd[(COL_WIDTH*2)-1:COL_WIDTH] <= sum0[(COL_WIDTH*2)-1:COL_WIDTH] + sum2[(COL_WIDTH*2)-1:COL_WIDTH] + psum_in[(COL_WIDTH*2)-1:COL_WIDTH];
                            psum_fwd[(COL_WIDTH*3)-1:COL_WIDTH*2] <= sum1[(COL_WIDTH)-1:0] + sum3[(COL_WIDTH)-1:0] + psum_in[(COL_WIDTH*3)-1:COL_WIDTH*2];
                            psum_fwd[(COL_WIDTH*4)-1:COL_WIDTH*3] <= sum1[(COL_WIDTH*2)-1:COL_WIDTH] + sum3[(COL_WIDTH*2)-1:COL_WIDTH] + psum_in[(COL_WIDTH*4)-1:COL_WIDTH*3];
                        end
        endcase        
    end
endmodule
module shift_lookup (
    input [3:0] in_width,
    input [3:0] weight_width,
    output reg [11:0] row0,
    output reg [11:0] row1,
    output reg [11:0] row2,
    output reg [11:0] row3,
    output reg [15:0] big_shift
    );
    always @(*) begin
        casez ({weight_width, in_width})
            8'b00zz0100: begin
                        row0 = 12'b0;               
                        row1 = 12'b010010010010;
                        row2 = 12'b0;
                        row3 = 12'b010010010010;
                        end
            8'b00zz1000: begin
                        row0 = 12'b0;              
                        row1 = 12'b010010010010;
                        row2 = 12'b100100100100;
                        row3 = 12'b110110110110;
                        end
            8'b010000zz: 
                        begin
                        row0 = 12'b010000010000;   
                        row1 = 12'b010000010000;
                        row2 = 12'b010000010000;
                        row3 = 12'b010000010000;
                        end
            8'b100000zz: begin
                        row0 = 12'b110100010000;   
                        row1 = 12'b110100010000;   
                        row2 = 12'b110100010000;   
                        row3 = 12'b110100010000;
                        end
            8'bzz00zz00: begin
                        row0 = 12'b010000010000;   
                        row1 = 12'b100010100010;
                        row2 = 12'b010000010000; 
                        row3 = 12'b100010100010;   
                        end                    
            default: begin
                    row0 = 12'b0; 
                    row1 = 12'b0;
                    row2 = 12'b0;
                    row3 = 12'b0;
                    end
        endcase
        case ({weight_width, in_width}) 
            8'b01001000: big_shift = 16'b0100010000000000;  
            8'b10000100: big_shift = 16'b0100000001000000;  
            8'b10001000: big_shift = 16'b1000010001000000;  
            default: big_shift = 16'b0;
        endcase
    end
endmodule    
module sign_lookup (
    input [3:0] in_width,
    input [3:0] weight_width,
    output reg [3:0] in_signed,
    output reg [3:0] weight_signed
    );
    always @(*) begin
        case (in_width)
            4'b0001,
            4'b0010: in_signed = 4'b1111;
            4'b0100: in_signed = 4'b1010;
            4'b1000: in_signed = 4'b1000;
            default: in_signed = 4'b1000;
        endcase
        case (weight_width)
            4'b0001,
            4'b0010: weight_signed = 4'b1111;
            4'b0100: weight_signed = 4'b1010;
            4'b1000: weight_signed = 4'b1000;
            default: weight_signed = 4'b1000;
        endcase
    end
endmodule
==> /design/flow/run.sh <==
#!/bin/bash
# OpenROAD 26Q1-2900-gdf79404cd8, Yosys 0.63+post, stock flow scripts
make -C /OpenROAD-flow-scripts/flow DESIGN_CONFIG=/design/flow/config.mk WORK_HOME=/design/flow/orfs finish
==> /design/flow/config.mk <==
export PLATFORM = sky130hd
export DESIGN_NAME = bitfusion_top
export DESIGN_NICKNAME = bitfusion_top
export VERILOG_FILES = /design/flow/design.v
export SDC_FILE = /design/flow/constraint.sdc
export NUM_CORES = 4
export LEC_CHECK = 1
export CORE_UTILIZATION = 50
==> /design/flow/constraint.sdc <==
current_design bitfusion_top

set clk_period 33.1
set clk_io_pct 0.2

create_clock -name clk0 -period $clk_period [get_ports {clk}]

set non_clock_inputs [all_inputs -no_clocks]
set_input_delay [expr $clk_period * $clk_io_pct] -clock clk0 $non_clock_inputs
set_output_delay [expr $clk_period * $clk_io_pct] -clock clk0 [all_outputs]
==> flow_metrics.env <==
# source this file to load flow results
export IMPL_status="finished, final reports clean"
export IMPL_dpl_instance_area_um2=32400
export IMPL_rrSetupSlack_ns=19.21
export IMPL_grt_pass1_wl_mm=160
export IMPL_pre_cts_ws_ns=19.52
export IMPL_port_buffers=154
export IMPL_antennaDiodeCount=0
export IMPL_synth_yosys_warnings=4
export IMPL_clk_pin_slew_ns=0.08
export IMPL_cts_buffers_inserted=17
export IMPL_design_area_um2=33000
export IMPL_pin_count=155
export IMPL_area_growth_pct=9.93
export IMPL_syn_inst=3840
export IMPL_antenna_found_initial=2
export IMPL_drc=0
export IMPL_design_core_area_um2=59100
export IMPL_yosys_cells=3840
export IMPL_worstMarginPinSlew_ns=1.08
export IMPL_clock_skew_final_ns=0.0195
export IMPL_timing_final_crit_share_pct=42.0
export IMPL_ys_seq_share_pct=12.0
export IMPL_postCtsHoldBufs=0
export IMPL_setup_viol=0
export IMPL_worst_slack_ns=19.21
export IMPL_edf_count=52
export IMPL_path_class="reg -> reg"
export IMPL_clock_fmax_ghz=0.0720
export IMPL_cp_common_cell="a21oi_1"
export IMPL_async_reset_ff_share_pct=0
export IMPL_wl_mm=106
export IMPL_hp_class="reg -> reg"
export IMPL_htree_num_levels=4
export IMPL_dpl_hpwl_mm=90.5
export IMPL_ys_flops=154
export IMPL_lay_top_count="inv_1"
export IMPL_fp_util_pct=50.8
export IMPL_layout_drive_gt1_share_pct=3.91
export IMPL_grt_remaining_overflow=0
export IMPL_end_kind="flop"
export IMPL_hold_violations=0
export IMPL_tritoncts="yes"
export IMPL_yosys_cell_types_count=98
export IMPL_cp_max_fo=25
export IMPL_relSlewSlack_pct=27.7
export IMPL_chip_area_um2=61000
export IMPL_synth_avg_cell_area_um2=7.82
export IMPL_cts_sinks=154
export IMPL_clk_latency_ns=0.51
export IMPL_cts_root_buf="clkbuf_16"
export IMPL_vias=27800
export IMPL_cp_top_family="AND-OR/OR-AND gates"
export IMPL_grt_max_degree=64
export IMPL_crit_arrival_ns=14.23
export IMPL_post_cts_buffers=0
export IMPL_die_w_um=247
export IMPL_required_ns=33.44
export IMPL_avgViaCountPerCell=5.90
export IMPL_wire_per_inst_um=22.5
export IMPL_min_period_ns=13.89
export IMPL_drtIter0Drc=2509
export IMPL_gp_routability_congestion=1.03
export IMPL_grt_pass1_vias=26800
export IMPL_max_clock_path_buffers=2
export IMPL_critPathBufInv=5
export IMPL_ant_nets=0
export IMPL_ctsResizeCount=0
export IMPL_max_cap_violations=0
export IMPL_netlist_area_um2=30000
export IMPL_first_pass_iters=25
export IMPL_warning_count=26
export IMPL_grt_setup_unrepaired="false"
export IMPL_slowest_stage="a21oi_1"
export IMPL_layout_top_cells="521 x inv_1, 373 x a21oi_1, 356 x ha_1"
export IMPL_max_stage_delay_ns=0.91
export IMPL_cp_start_kind="flop"
export IMPL_finalSetupTns_ns=0
export IMPL_rows=89
export IMPL_slew_violations=0
export IMPL_flop_cell="dfxtp_1"
export IMPL_fin_util_pct=55.8
export IMPL_fp_dieH_um=247
export IMPL_grt_usage_pct=36.9
export IMPL_yosys_area_um2=30000
## routing by layer
layer	share of wire, %	vias up	global-route usage (%)	wire length [um]
met1	43	13200	53.2	45500
li1	-	13300	-	-
met5	0	-	0	0
met4	3.4	0	9.88	3600
met2	42	1150	53.2	44500
met3	12	181	13.6	12300
## worst min-delay path: stages, from the launching register on
cell     delay (ns)
dfxtp_1        0.34
inv_1          0.13
fa_1           0.18
a21oi_1        0.06
## synth_stat cells (8+ instances only)
cell,number,area share (%)
inv_1,522,6.5
a21oi_1,374,6.2
ha_1,356,15
nor2_1,314,3.9
nand2_1,305,3.8
fa_1,250,17
o21ai_0,208,3.5
xnor2_1,144,4.2
a21o_1,136,3.4
clkbuf_1,127,1.6
dfxtp_1,102,6.8
xor2_1,85,2.5
nand3_1,62,1.0
nor2b_1,60,1.3
nand2b_1,58,1.2
nor3_1,57,0.95
o21bai_1,55,1.4
and2_1,53,1.1
edfxtp_1,52,5.2
and3_1,51,1.1
mux2i_1,41,1.4
a211oi_1,36,0.90
o21a_1,36,0.90
o22ai_1,29,0.60
a31oi_1,23,0.48
nand4_1,22,0.46
o211ai_1,17,0.43
a21boi_0,15,0.38
or3_1,14,0.29
o221ai_1,13,0.38
o31ai_1,13,0.33
a31o_2,11,0.32
buf_1,11,0.14
o21ai_1,10,0.17
o31a_1,10,0.29
a211o_1,9,0.26
a22o_1,8,0.23
## final timing paths
check / startpoint / end / cells after the start
max: weight_width_reg[3] / fu0.psum_fwd[51] / 50
min: psum_in_reg[0] / fu0.psum_fwd[0] / 3
max reg2reg: weight_width_reg[3] / fu0.psum_fwd[51] / 50
min reg2reg: psum_in_reg[0] / fu0.psum_fwd[0] / 3
## cell families (layout without fill, tap and decap cells)
group	after synthesis	in the layout	share of synthesized area, %
adders and majority gates	606	606	31.5
muxes	50	50	1.78
AOI/OAI and AO/OA	1094	1094	23.2
DFF	154	154	12.0
buffers and inverters	667	761	8.39
and+or+nand+nor	1037	1037	16.2
xor gates and xnor gates	232	232	6.89
## final cells by class
class	count	area, um2
Sequential cell	154	3600
Timing Repair Buffer	206	1930
Tap cell	773	967
Clock inverter	15	153
Multi-Input combinational cell	3019	23900
Fill cell	5327	26100
Clock buffer	17	425
Inverter	523	1960
## metrics by stage
| stage | std cells | hold WS [ns] |
|---|---|---|
| global route | 4707 | 0.949 |
| global placement | 4675 | 0.859 |
| detailed placement | 4675 | 0.878 |
| floorplan | 3840 | 0.797 |
| CTS | 4707 | 0.891 |
| finish | 4707 | 0.871 |
