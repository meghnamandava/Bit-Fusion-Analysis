`flow/design.v`:
```
module fixed8 #(parameter COL_WIDTH=11) (
    input [7:0] in,
    input [7:0] weight,
    input [(COL_WIDTH*4)-1:0] psum_in,
    input s_in,
    input s_weight,
    output reg [(COL_WIDTH*4)-1:0] psum_fwd
    );
    always @(*) begin
        if (s_in == 1'b1 && s_weight == 1'b1) begin
            psum_fwd <= ($signed(in) * $signed(weight)) + psum_in;
        end else if (s_in == 1'b1 && s_weight == 1'b0) begin
            psum_fwd <= ($signed(in) * weight) + psum_in;
        end else if (s_in == 1'b0 && s_weight == 1'b1) begin
            psum_fwd <= (in * $signed(weight)) + psum_in;
        end else if (s_in == 1'b0 && s_weight== 1'b0) begin
            psum_fwd <= (in * weight) + psum_in;
        end
    end    
endmodule
```
`flow/run.sh`:
```
#!/bin/bash
# OpenROAD 26Q1-2900-gdf79404cd8, Yosys 0.63+post, stock flow scripts
make -C /OpenROAD-flow-scripts/flow DESIGN_CONFIG=/design/flow/config.mk WORK_HOME=/design/flow/orfs finish
```
`flow/config.mk`:
```
export PLATFORM = sky130hd
export DESIGN_NAME = fixed8
export DESIGN_NICKNAME = fixed8
export VERILOG_FILES = /design/flow/design.v
export SDC_FILE = /design/flow/constraint.sdc
export NUM_CORES = 4
export LEC_CHECK = 1
export CORE_UTILIZATION = 30
```
`flow/constraint.sdc`:
```
current_design fixed8

set clk_period 15.1
set clk_io_pct 0.2

create_clock -name clk0 -period $clk_period

set non_clock_inputs [all_inputs -no_clocks]
set_input_delay [expr $clk_period * $clk_io_pct] -clock clk0 $non_clock_inputs
set_output_delay [expr $clk_period * $clk_io_pct] -clock clk0 [all_outputs]
```
==> impl_metrics.csv <==
group,metric,value,unit
clock_tree,cts_hold_buf,0,
die,fp-utilization,30.9,%
logic_synthesis,yosys-top-cells-area,"fa_1 26%, dlxtn_1 17%, ha_1 13%",
logic_synthesis,largest_area_cell,"fa_1",
final_timing,finalSetupTns,0,ns
logic_synthesis,postSynthCellCount,457,
global_routing,antenna_found_initial,0,
final_timing,post-route-period-util,78.2,%
logic_synthesis,ys_seq_elements,44,
global_routing,grt_pass1_wl,14.3,mm
logic_synthesis,synthFlopType,"dlxtn_1",
logic_synthesis,ys_warn_count,1,
power_and_ir_drop,intPower,270,uW
setup_path,cp.required,12.08,ns
die,coreArea,0.0127,sq mm
die,die_area,0.0135,sq mm
die,fp-row-count,41,
logic_synthesis,synth_area,0.00392,sq mm
run_status,status,"complete, no violations",
power_and_ir_drop,p_per_area,92.0,mW/mm^2
detailed_routing,drtPass1Iterations,4,
detailed_routing,diodes,0,
logic_synthesis,ys_cells,457,
final_timing,finalCriticalPeriod,11.81,ns
detailed_routing,via_count,3223,
final_timing,worst_pin_slew,0.514,ns
final_timing,slew_headroom,65.4,%
final_timing,hold_violations,0,
logic_synthesis,yosys.area.top_type_share,25.6,%
final_timing,unclocked_pins,44,
setup_path,cp.arrival,8.79,ns
die,chipWidth,116,um
global_routing,grt_pass1_vias,3324,
die,die_h,116,um
detailed_routing,drt-total-wl,7.91,mm
global_routing,grt_use_total,13.4,%
layout,area_growth_syn_to_layout,35.9,%
detailed_routing,drc,0,
logic_synthesis,yosys_area,0.00392,sq mm
setup_path,cp-start-kind,"input port",
power_and_ir_drop,pwr-share-comb,87.0,%
detailed_routing,routedWlPerCell,10.2,um
layout,top_regs,"psum_fwd: 44 flops",
power_and_ir_drop,pwr-share-seq,13.0,%
detailed_routing,drt_iter0_drc,76,
global_routing,globalRouteOverflowTotal,0,
layout,regMostFlops,"psum_fwd",
logic_synthesis,edf_count,0,
placed_design,gp_congestion,0.826,
final_timing,setup_viol,0,
logic_synthesis,ys_types,39,
setup_path,crit_start,"in[4]",
logic_synthesis,common_cells,"100 x inv_1, 50 x fa_1, 47 x nand2_1",
clock_tree,postCtsSetupBuffers,0,
placed_design,post-dp-hpwl,7.22,mm
final_timing,unconstrained_endpoints,44,
final_timing,drv_slew,0,
detailed_routing,antenna_left,0,
run,warnings,34,
final_timing,rsz0062_at_grt,"false",
power_and_ir_drop,pwr-share-clk,0,%
power_and_ir_drop,power.switching,220,uW
setup_path,cp_max_fo,8,
setup_path,criticalPathCategory,"input port to output pin",
power_and_ir_drop,p_leak,2.69,nW
logic_synthesis,async_flop_share,0,%
die,io_pins,106,
detailed_routing,via_per_inst,4.17,
layout,drive_above_1_share,2.50,%
logic_synthesis,most_common_cell,"inv_1",
power_and_ir_drop,p_sw_share,44.9,%
placed_design,portBuffers,104,
logic_synthesis,syn_avg_cell_area,8.57,sq um
final_timing,fmax,0.0847,GHz
run,maxCapViolCount,0,
layout,largest_reg_flops,44,
clock_tree,post_cts_resized,0,
global_routing,grt_max_degree,10,
power_and_ir_drop,ir_drop,0.0595,mV
setup_path,cp-end-kind,"output pin",
cells by family after synthesis:
family | Yosys count | synth area share, %
and+or+nand+nor | 145 | 19.6
buffers and inverters | 103 | 9.90
adders and majority gates | 91 | 38.7
latches | 44 | 16.9
xor gates and xnor gates | 37 | 8.27
AOI/OAI and AO/OA | 36 | 6.55
other | 1 | 0.0958
area by class of cell:
| class | count | area [sq um] |
|---|---|---|
| Inverter | 100 | 375 |
| Multi-Input combinational cell | 353 | 3030 |
| Tap cell | 172 | 215 |
| Sequential cell | 44 | 661 |
| Fill cell | 1264 | 7350 |
| Timing Repair Buffer | 104 | 1040 |
per-layer routing:
metal	track usage, %	vias up	wire length [um]
li1	-	1666	-
met1	19.1	1508	3770
met2	24.0	49	3900
met3	1.06	0	230
met4	0.342	0	0
met5	0	-	0
critical path: stages:
cell and delay [ns]:
clkdlybuf4s50_1 0.58, and2_1 0.27, fa_1 0.50, fa_1 0.55, inv_1 0.05, fa_1 0.50
fa_1 0.54, inv_1 0.04, ha_1 0.39, and3_2 0.24, a221o_1 0.33, a21o_4 0.21
a221oi_4 0.38, nor2_4 0.12, nand3_1 0.12, xnor2_1 0.12, dlxtn_1 0.36, clkdlybuf4s50_1 0.45
placed cells by master, fill, tap and decap left out, types with 4 or more instances in the layout:
cell type and n:
a21oi_1 14, a31oi_1 4, and2_1 37, and3_1 6
and3_2 6, clkdlybuf4s50_1 104, conb_1 44, dlxtn_1 44
fa_1 50, ha_1 41, inv_1 100, nand2_1 47
nand3_1 14, nand4_1 4, nor2_1 10, nor4_1 6
o21ai_0 5, xnor2_1 23, xor2_1 14
power groups by stage:
stage / combinational (mW) / sequential, mW / clock [mW]
after global routing: 0.501 / 0.0679 / 0
final: 0.426 / 0.0635 / 0
after CTS: 0.432 / 0.0648 / 0
per-stage QoR:
step	utilization [%]	cell area [sq um]	worst slack [ns]	cells	power, mW
2_1_floorplan	-	4080	4.71	500	0.338
3_3_place_gp	42.0	5320	3.30	773	0.493
3_5_place_dp	42.0	5320	3.27	773	0.495
4_1_cts	42.0	5320	3.26	773	0.497
5_1_grt	42.0	5320	2.98	773	0.569
6_report	42.0	5320	3.29	773	0.489
worst max-delay path by stage:
stage                 depth (start not counted)  slack (ns)           end
after CTS                                    18        3.26  psum_fwd[35]
after global routing                         19        2.98  psum_fwd[36]
final                                        18        3.29  psum_fwd[35]
Power and IR drop assume default switching activity.
